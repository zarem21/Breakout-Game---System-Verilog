File: design/flow/run.sh
#!/bin/bash
# OpenROAD 26Q1-2900-gdf79404cd8, Yosys 0.63+post, stock flow scripts
make -C /OpenROAD-flow-scripts/flow DESIGN_CONFIG=/design/flow/config.mk WORK_HOME=/design/flow/orfs finish
File: design/flow/config.mk
export PLATFORM = sky130hd
export DESIGN_NAME = ball_movement
export DESIGN_NICKNAME = ball_movement
export VERILOG_FILES = /design/flow/design.v
export SDC_FILE = /design/flow/constraint.sdc
export NUM_CORES = 4
export LEC_CHECK = 1
export CORE_UTILIZATION = 40
File: design/flow/constraint.sdc
current_design ball_movement

set clk_period 4.6
set clk_io_pct 0.2

create_clock -name clk0 -period $clk_period [get_ports {clk}]

set non_clock_inputs [all_inputs -no_clocks]
set_input_delay [expr $clk_period * $clk_io_pct] -clock clk0 $non_clock_inputs
set_output_delay [expr $clk_period * $clk_io_pct] -clock clk0 [all_outputs]
File: design/flow/design.v
module ball_movement #(H_SIZE = 3, IX = 320, IY = 375, IX_DIR = 1, IY_DIR = 0, D_WIDTH = 640, D_HEIGHT = 480) 
							 (
							  input logic clk,
							  input logic reset,
							  input logic [9:0] initial_x,
							  input logic [9:0] paddle_x1, paddle_x2,
							  input logic x_hit,
							  input logic y_hit,
							  input logic gameOver,
							  output logic [9:0] x1,  
							  output logic [9:0] x2,
							  output logic [9:0] y1,  
							  output logic [9:0] y2,
							  output logic [9:0] x,
							  output logic [8:0] y
							  );
	logic x_dir;
	logic y_dir;
	assign x1 = x - H_SIZE;
	assign x2 = x + H_SIZE;
	assign y1 = y - H_SIZE;
	assign y2 = y + H_SIZE;
	always_ff @(posedge clk) begin
		if (reset) begin  
			x <= IX;
			y <= IY;
			x_dir <= IX_DIR;
			y_dir <= IY_DIR;
		end  
		else begin
			x <= (~gameOver ? ((x_dir) ? (x + 1) : (x - 1)) : 0);
			y <= (~gameOver ? ((y_dir) ? (y + 1) : (y - 1)) : 0);
			if (x <= (H_SIZE + 1))  
				x_dir <= 1;  
			if (x >= (D_WIDTH - H_SIZE - 1))  
				x_dir <= 0;  
			if (y <= (H_SIZE + 1))  
				y_dir <= 1;  
			if (y >= (D_HEIGHT - H_SIZE - 1))  
				y_dir <= 0;  
			if ((y >= (450 - H_SIZE - 1)) & (x >= paddle_x1 & x <= paddle_x2))
				y_dir <= 0;  
			if (x_hit)  
				x_dir <= ~x_dir;   
			if (y_hit)  
				y_dir <= ~y_dir; 
		end  
	end  
endmodule  
==> flow_metrics.env <==
# source this file to load flow results
export IMPL_yosysSeqAreaShare=0.167
export IMPL_gp_congestion=0.836
export IMPL_fp_row_count=28
export IMPL_reg2reg_to="y[8]"
export IMPL_wire_per_inst_um=13.7
export IMPL_crit_fanout=11
export IMPL_firstDrtPassIters=4
export IMPL_path_class="reg2out"
export IMPL_cts_tree="built"
export IMPL_drc=0
export IMPL_clock_skew_ns=0.00506
export IMPL_ff_type="dfxtp_1"
export IMPL_tns_ns=0
export IMPL_chipArea_sq_um=6600
export IMPL_place_area_sq_um=3370
export IMPL_grt_pass1_wl_um=10500
export IMPL_setup_ws_ns=1.38
export IMPL_drive_gt1_frac=0.0228
export IMPL_die_y_um=81.3
export IMPL_synth_area_sq_um=2510
export IMPL_clock_latency_ns=0.26
export IMPL_num_vias=2413
export IMPL_ys_cells=321
export IMPL_worstHoldStart="x_dir"
export IMPL_dp_slack_ns=1.68
export IMPL_r2r_start="y_dir"
export IMPL_numPortBuffers=83
export IMPL_setup_viol=0
export IMPL_worst_slew_pin_transition_ns=0.566
export IMPL_area_growth_pct=35.7
export IMPL_post_cts_setup_buffers=0
export IMPL_holdCritPathClass="reg2reg"
export IMPL_fp_util=0.420
export IMPL_grt_max_degree=16
export IMPL_yosys_warnings=1
export IMPL_drt_initial_drc_count=76
export IMPL_final_cells=470
export IMPL_clockBufferDepth=2
export IMPL_fin_util=0.570
export IMPL_power_leakage_nw=1.45
export IMPL_openroad_warnings=39
export IMPL_cp_required_ns=3.68
export IMPL_postCtsHoldBufs=0
export IMPL_grt_overflow=0
export IMPL_async_flop_share=0
export IMPL_vias_per_cell=5.13
export IMPL_numPlacedInstances=466
export IMPL_grt_util_all_layers=0.206
export IMPL_grt_pass1_vias=2186
export IMPL_worstSetupEndpoint="y2[8]"
export IMPL_cts_root_buf="clkbuf_8"
export IMPL_antenna_found_initial=0
export IMPL_post_dp_hpwl_um=5060
export IMPL_timing_hold_ws_ns=0.568
export IMPL_ys_types=49
export IMPL_die_w_um=81.3
export IMPL_drtAntennaViolNets=0
export IMPL_ys_ff=21
export IMPL_worstRegToRegCells=7
export IMPL_ir_drop_uv=167
export IMPL_cts_max_level=1
export IMPL_drv_cap=0
export IMPL_outcome="complete, no violations"
export IMPL_drt_total_wl_um=6460
export IMPL_final_min_clock_period_ns=3.22
export IMPL_design_area_sq_um=3410
export IMPL_clkSinkCount=21
export IMPL_cts_buffers=3
export IMPL_ff2ff_setup_slack_ns=2.25
export IMPL_ys_area_sq_um=2510
export IMPL_startpoint="y[2]"
export IMPL_finalPower_mw=0.876
export IMPL_cts_repair_resized=0
export IMPL_rsz0062_at_grt="false"
export IMPL_start_kind="flop"
export IMPL_path_clk_slew_ns=0.08
export IMPL_syn_avg_cell_area_sq_um=7.83
export IMPL_drv_slew=0
export IMPL_edf_count=0
export IMPL_period_used=0.701
export IMPL_n_fill_cell=564
export IMPL_hold_viol_final=0
export IMPL_ios=94
export IMPL_cp_arrival_ns=2.30
export IMPL_power_density_nw_per_um2=257
export IMPL_antenna_cells=0
export IMPL_relSlewSlack=0.622
export IMPL_fmax_ghz=0.310
export IMPL_end_kind="primary output"
export IMPL_core_region_area_sq_um=5990
export IMPL_synth_cells=321
[routing by layer]
metal / wire [um] / global-route usage / up-vias
met4: 83 / 0.0286 / 0
met5: 0 / 0 / -
met3: 172 / 0.0125 / 6
li1: - / - / 1268
met1: 3380 / 0.333 / 1099
met2: 2820 / 0.306 / 40
[worst min-delay path by stage]
stage         slack (ns)  cells after the start    end
finish              0.57                      3  x_dir
global route        0.63                      3  x_dir
CTS                 0.57                      3  x_dir
[critical path: stages (launching register included)]
cell             delay (ns)
dfxtp_1                0.64
and3_1                 0.34
nand2_1                0.10
nor4bb_1               0.33
xor2_1                 0.17
clkdlybuf4s50_1        0.46
[cells in the mapped netlist (8+ instances only)]
| library cell | instances | area [sq um] |
|---|---|---|
| a21oi_1 | 21 | 105 |
| clkbuf_1 | 8 | 30.0 |
| dfxtp_1 | 21 | 420 |
| ha_1 | 41 | 513 |
| inv_1 | 32 | 120 |
| nand2_1 | 21 | 78.8 |
| nand2b_1 | 8 | 50.1 |
| nor2_1 | 28 | 105 |
| o21a_1 | 8 | 60.1 |
| o21ai_0 | 9 | 45.0 |
| o21ai_1 | 9 | 45.0 |
| xnor2_1 | 20 | 175 |
| xor2_1 | 18 | 158 |
[power by group]
group	internal (mW)	switching [mW]
registers	0.205	0.0738
logic	0.298	0.179
clock network	0.0603	0.0602
total	0.563	0.313
[kinds of logic (layout without fill, tap and decap cells)]
family                   count (synthesis)  in the layout  synth area share
buffers and inverters                   45            119            0.0767
multiplexers                             1              1           0.00398
flip-flops                              21             21             0.167
XOR/XNOR                                38             38             0.132
AND-OR/OR-AND                           77             77             0.204
adder cells (fa/ha/maj)                 43             43             0.220
AND/OR/NAND/NOR                         96             96             0.196
[placed cells by master (no fill, tap or decap), types with 9 or more instances in the layout]
master / n
xor2_1: 18
xnor2_1: 20
o21ai_1: 9
dfxtp_1: 21
o21ai_0: 9
nor2_1: 28
inv_1: 32
nand2_1: 21
ha_1: 41
a21oi_1: 21
clkdlybuf4s50_1: 83
[area by class of cell]
class	count	area, sq um	area share
inverter	32	120	0.0352
tap	75	93.8	0.0275
sequential	21	420	0.123
clock inverter	1	5.00	0.00147
timing repair buffer	83	831	0.243
clock buffer	3	41.3	0.0121
multi-input combinational	255	1900	0.557
[state kept, by name, summed over array words and instances (netlist names)]
signal,cells
x,10
y,9
x_dir,1
y_dir,1
